==> flow/run.sh <==
#!/bin/bash
# OpenROAD 26Q1-2900-gdf79404cd8, Yosys 0.63+post, stock flow scripts
make -C /OpenROAD-flow-scripts/flow DESIGN_CONFIG=/design/flow/config.mk WORK_HOME=/design/flow/orfs finish
==> flow/constraint.sdc <==
current_design regfile

set clk_period 5.7
set clk_io_pct 0.2

create_clock -name clk0 -period $clk_period [get_ports {clk}]

set non_clock_inputs [all_inputs -no_clocks]
set_input_delay [expr $clk_period * $clk_io_pct] -clock clk0 $non_clock_inputs
set_output_delay [expr $clk_period * $clk_io_pct] -clock clk0 [all_outputs]
==> flow/design.v <==
module regfile (
	input  clk,
	input  [ 4:0] RN1,
	input  [ 4:0] RN2,
    input [4:0] WN,
	output [31:0] RD1,
	output [31:0] RD2,
    input [31:0] Input,
    input RegWrite,
);
	reg [31:0] regbank[63:0];
    reg [31:0]WD;
	always @(RN1 or regbank[RN1]) begin
		if (0 == RN1) begin
			RD1 = 0;
		end else begin
			RD1 = regbank[RN1];
		end
	end
	always @(RN2 or regbank[RN2]) begin
		if (0 == RN2) begin
			RD2 = 0;
		end else begin
			RD2 = regbank[RN2];
		end
	end
	always@ (posedge clk) begin
		if(RegWrite==1'b1) begin
            regbank[WN]=Input;
        end
	end
endmodule
==> flow/config.mk <==
export PLATFORM = sky130hd
export DESIGN_NAME = regfile
export DESIGN_NICKNAME = regfile
export VERILOG_FILES = /design/flow/design.v
export SDC_FILE = /design/flow/constraint.sdc
export NUM_CORES = 4
export LEC_CHECK = 1
export CORE_UTILIZATION = 30
==> flow_metrics.tcl <==
# yosys + openroad results
set metrics [dict create \
    slowest_delay_ns 0.64 \
    wl_per_cell_um 32.6 \
    placed_cell_area_sq_um 52000 \
    power.density_nw_per_um2 300 \
    cp_common_cell "buf_4" \
    io_pins 113 \
    final_cell_area_sq_um 55200 \
    cts_hold_buf 0 \
    use_met2_pct 31.0 \
    critPathBufInv 6 \
    clock.fmax_mhz 178 \
    ys_seq_share_pct 65.3 \
    antenna_found_initial 21 \
    hold_start "Input[0]" \
    p_leak_nw 17.6 \
    detail-route-antenna-nets 0 \
    nFillCells 14100 \
    critPathMaxFanout 27 \
    maxSlewViolCount 0 \
    yosys_warnings 5 \
    gp_congestion 0.907 \
    finalCriticalPeriod_ns 5.61 \
    ys_async_sr_fraction_pct 0 \
    grtUsageTotal_pct 20.8 \
    row_count 144 \
    grtUsageMet1_pct 21.3 \
    max_cap_viol_count 0 \
    warning_count 26 \
    rsz0062_at_grt "false" \
    worst_hold_path.endpoint "regbank[24][0]" \
    drc 0 \
    cts.repair.resized 0 \
    yosysTopAreaCell "edfxtp_1" \
    cts_made_buffers 101 \
    drt-vias-per-instance 5.62 \
    cts_setup_buffers 0 \
    top_cells_by_area "edfxtp_1 (65%), mux4_2 (20%), mux2i_1 (4.6%)" \
    synthesis.area_sq_um 47100 \
    drt-total-wl_um 154000 \
    yosys_cells 2367 \
    cp_top_family "buffers and inverters" \
    finalHoldViolCount 0 \
    grt_pass1_wl_um 215000 \
    relSlewSlack_pct 32.1 \
    synth_area_per_cell_sq_um 19.9 \
    min_path_cells 2 \
    clock_path_buffers 3 \
    die_h_um 398 \
    crit_chain "clkdlybuf4s50_1 > buf_4 > or3_2 > buf_4 > nor3_2 > buf_12 > nor3_1 > buf_4 > clkdlybuf4s50_1" \
    dpl.hpwl_um 96900 \
    drtIter0Drc 1584 \
    crit_slowest_cell "clkdlybuf4s50_1" \
    cts_tree "done" \
    cts_root_buf "clkbuf_16" \
    ir_drop_uv 232 \
    hp-class "input pin to flop" \
    grt_max_degree 90 \
    crit_path_start_kind "input pin" \
    required_ns 4.56 \
    synth_top_area_share_pct 65.3 \
    firstDrtPassIters 5 \
    netlist_instances 2367 \
    clk_pin_slew_ns 0.07 \
    area_growth_pct 17.2 \
    grt_pass1_vias 29300 \
    yosysUniqueCellTypes 36 \
    drive_above_1_share_pct 32.3 \
    htreeDepth 3 \
    ys_area_sq_um 47100 \
    grt_use_met3_pct 18.5 \
    grt_overflow 0 \
    edf_count 1024 \
    setup_tns_ns 0 \
    fp_util_pct 30.4 \
    setup_viol 0 \
    end_kind "output port" \
    status "completed" \
    core_area_sq_um 155000 \
    path_class "input pin to output port" \
    numClockSinks 1024 \
    worst_pin_slew_ns 1.02 \
    ff_type "edfxtp_1" \
    busiest_layer "met2" \
    period_used_pct 98.3 \
    io_buffer_count 112 \
    largest_reg_flops 1024 \
    synth-seq-cells 1024 \
    chipWidth_um 398 \
    dieArea_sq_um 158000 \
    crit_arrival_ns 4.47 \
    vias 26500 \
]
stage by stage:
step	power [mW]	setup WS (ns)	hold WS, ns	utilization [%]	std cells
2_1_floorplan	9.39	1.90	1.24	-	2367
3_3_place_gp	10.2	0.113	1.97	33.5	4526
3_5_place_dp	10.2	0.140	1.98	33.5	4526
4_1_cts	16.7	0.132	1.22	35.6	4710
5_1_grt	17.0	0.00390	1.26	35.6	4710
6_report	16.6	0.0943	1.26	35.6	4711
kinds of logic (layout without fill, tap and decap cells):
| logic type | count (synthesis) | after routing | share of synthesized area, % |
|---|---|---|---|
| simple gates | 144 | 144 | 1.53 |
| flops | 1024 | 1024 | 65.3 |
| compound gates | 310 | 310 | 5.36 |
| other cells | 0 | 1 | 0 |
| buf+inv | 224 | 523 | 2.30 |
| mux | 665 | 665 | 25.5 |
where the power goes:
group,total (mW),switching [mW],internal [mW],leakage [nW]
logic,1.60,0.895,0.710,6.80
clock network,6.54,2.88,3.67,1.55
registers,8.41,0.0352,8.38,9.22
placed cells by master (no fill, tap or decap), types with 31 or more instances in the layout:
cell type / count
a22o_1: 68
buf_12: 32
o221ai_1: 31
nor3_1: 32
a211oi_1: 43
clkbuf_16: 101
edfxtp_1: 1024
clkdlybuf4s50_1: 103
mux2i_1: 216
nor2_4: 34
buf_4: 172
o22ai_1: 58
mux4_2: 423
final cells by class:
type	instances	area, sq um	area share, %
well taps	2044	2560	4.64
flip-flops and latches	1024	30700	55.7
repair buffers	312	3030	5.50
clock buffers	118	2590	4.70
clock inverters	66	607	1.10
inverters	27	101	0.184
diodes	1	2.50	0.00454
multi-input cells	1119	15500	28.1
worst max path at each step:
| stage | startpoint | end | slack [ns] | cells past startpoint |
|---|---|---|---|---|
| 4_1_cts | RN1[3] | RD1[12] | 0.13 | 8 |
| 6_report | RN1[3] | RD1[27] | 0.09 | 9 |
| 5_1_grt | RN1[3] | RD1[27] | 0.004 | 9 |
cells in the mapped netlist (all sizes together), types with 2 or more instances:
cell type	n
a22o	68
a211oi	43
or3b	5
nor3	33
nand2b	2
nand2	3
edfxtp	1024
o22ai	58
or3	3
nor4	7
mux4	423
mux2i	216
nand3	3
a21oi	25
inv	27
a2111oi	32
nand3b	7
mux2	26
buf	109
clkbuf	88
a211o	25
a221oi	26
o221ai	31
nor2b	16
nor2	61
per-layer routing:
| layer | up-vias | wire [um] |
|---|---|---|
| li1 | 10800 | - |
| met1 | 13400 | 46500 |
| met2 | 1989 | 71200 |
| met3 | 300 | 30200 |
| met4 | 33 | 5290 |
| met5 | - | 361 |
Power figures rest on the tool's default switching activity, not on a simulated workload.

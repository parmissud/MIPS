==> flow/design.v <==
`timescale 1 ns/10 ps   
module dmem (clk, wr, addr, din, dout);
	input clk;
	input  wr;
	input  [5:0] addr;
	input  [31:0] din;	
	output [31:0] dout; 
  reg [31:0] rb [0:63];  
	always @(posedge clk)begin
    if(clk)  
        if (wr)
        rb[addr] = din;
	rb[1]=32'h00000002;
	rb[2]=32'h0000000A;
	rb[3]=32'h0000000B;
	end
	assign dout = rb[addr];
endmodule
==> flow/run.sh <==
#!/bin/bash
# OpenROAD 26Q1-2900-gdf79404cd8, Yosys 0.63+post, stock flow scripts
make -C /OpenROAD-flow-scripts/flow DESIGN_CONFIG=/design/flow/config.mk WORK_HOME=/design/flow/orfs finish
==> flow/config.mk <==
export PLATFORM = sky130hd
export DESIGN_NAME = dmem
export DESIGN_NICKNAME = dmem
export VERILOG_FILES = /design/flow/design.v
export SDC_FILE = /design/flow/constraint.sdc
export NUM_CORES = 4
export LEC_CHECK = 1
export CORE_UTILIZATION = 40
==> flow/constraint.sdc <==
current_design dmem

set clk_period 37.9
set clk_io_pct 0.2

create_clock -name clk0 -period $clk_period [get_ports {clk}]

set non_clock_inputs [all_inputs -no_clocks]
set_input_delay [expr $clk_period * $clk_io_pct] -clock clk0 $non_clock_inputs
set_output_delay [expr $clk_period * $clk_io_pct] -clock clk0 [all_outputs]
==> summary.txt <==
Implementation results

Yosys reported a register bit count of 1952. After legalization and detailed placement, the total HPWL measured 129000 um. In this run the cell area of the synthesized design comes to 0.0750 sq mm. Per the post-synthesis stats, the area per cell is 18.3 sq um.

The area of the chip is 0.189 sq mm. The worst hold path depth is 1. The number of clock buffers added by TritonCTS is 183. By area the synthesized netlist is led by edfxtp_1 78%, a221oi_1 2.8%, mux4_2 2.7%, mux2i_1 2.7%, mux2_2 2.3%.

On the critical path, the stage with the largest delay is an instance of nor4_1. At the worst endpoint, the arrival time is 12.28 ns. CTS placed an instance of clkbuf_16 at the clock tree root. The number of hold-slack violations in the final timing report is 0. The number of antenna violations at the first check in global routing is 5. After its last routability iteration, the placer logged a weighted congestion of 0.911. Per the summary, power density relative to cell area is 52.2 mW/mm^2. The first-pass GRT wire length is 329000 um. The data required time at the worst endpoint is 30.32 ns.

The distinct cell type count of the synthesized netlist is 60. Listed in order, past its start point the critical path passes buf_8 > buf_4 > buf_4 > or2_2 > nor2_1 > a22oi_1 > a21oi_1 > nor4_1 > buf_4 > nand4_1 > clkdlybuf4s50_1. The via count is 42000. Per STA, the worst path accumulates the most delay in the family buffers and inverters.

The share of the cycle needed by the critical path after routing is 52.4%. During placement, the flow inserted port buffers numbering 71. The max-slew violation total from the final report is 0. The wire length recorded after detailed routing is 233000 um. The stat command in Yosys gives a chip area of 0.0750 sq mm.

The average detailed-routed wire length per instance is 33.9 um. Per the post-synthesis report, the number of cells in the design is 4102. For this design, Yosys synthesis ends with a cell count of 4102. The sum of negative setup slack is 0 ns. The top cell type by area accounts for 78.1% of the synthesized area. The core box area is 0.186 sq mm.

Setup repair after global routing left no endpoint under its margin. The synthesis run shows the most used standard cells to be 1952 x edfxtp_1, 243 x a221oi_1, 199 x mux2i_1. The most used flip-flop cell after synthesis is edfxtp_1. The number of global-route vias before repair is 44300. The largest net degree at the start of global routing is 79. In the Yosys report, the sequential cells make up 78.1% of the chip area.

Detailed-route iteration 0 reported a violation count of 3145. The overflow left after global routing is 0. The script reports the combined buffer and inverter count of the critical path as 5. The CTS log lists the clock sinks for this run as 1952.

For the worst min-delay path, the startpoint reported by OpenROAD is din[2]. The cell that appears most often on the critical path is buf_4. Looking at the worst setup and hold paths, the clock pins of their registers show a slew of 0.06 ns. The synthesis stats list as the most numerous cell edfxtp_1. The TritonCTS clock tree is yes. STA classifies the critical path startpoint as an input pin. The end point of the most critical hold path is rb[18][2].

The finished layout holds 6875 standard cells, fillers aside. The number of primary I/O pins is 72. The routed via count divided by cell count is 6.11. The final routed DRC violation total is 0. The run finished with clean final reports. Across all stage logs, warnings added up to 26. The hold buffer count at CTS is 0.

The synthesis report lists the Yosys warning total as 1. The leakage power summed over all cells is 26.6 nW. The worst path needs 19.86 ns of the cycle, external delays included. At the pin with the least slew margin, the transition time is 1.37 ns. The fraction of layout instances using a drive strength above 1 is 18.3%.

The total setup violations reported at the end of the flow is 0. The largest fanout of any net on the critical path is 39. The y dimension of the die is 435 um. The post-synth tally of flip-flops with integrated enable is 1952. The achievable frequency is 50.4 MHz.

On the worst path, the slowest cell contributes a delay of 0.99 ns. The number of nets with antenna violations after routing is 0. The floorplan has 158 rows.

The maximum level of the CTS H-tree is 4. The most critical min-delay path falls under in2reg. The worst-case clock buffer depth is 3. The number of search-and-repair iterations in the first detailed-routing pass is 7. The overall die width is 435 um. The kind of critical path is in2out.

For this configuration, the core starts out at a cell density of 40.4%. The post-route cell area is 0.0849 sq mm. The flip-flop count of the largest register, all copies and words added is 1952.

Post-CTS repair changed the size of 0 cells. Once placement completed, the tool counted placed cells totaling 6547.

Across the VDD grid, the largest voltage drop is 0.0467 mV. The dominant cell type by area after synthesis is edfxtp_1. The cell area reported after detailed placement is 0.0792 sq mm.

In this run the post-CTS setup repair buffer count came out at 0. Per the run summary, max-cap violations total 0. The share of async-settable or async-resettable flops after synthesis is 0%. Relative to the synthesized area, the layout overhead comes to 13.2%. STA classifies the critical path endpoint as an output pin.

Total global-route track usage over all layers is 26.9%. Across all checked pins, the minimum headroom to the slew limit is 8.34%.
[cell usage in the layout (no fill, tap or decap), drive strengths merged, types with 18 or more instances in the layout]
cell and count:
edfxtp 1952, nor2 186, buf 227, a221oi 243, clkbuf 225, or4 18, o22a 33, o22ai 78
a21oi 159, nand3 28, mux4 91, nand2 82, a22o 31, clkinv 78, clkdlybuf4s50 36, a22oi 158
mux2 159, mux2i 199, o21ai 170, a221o 56
[logic make-up after synthesis]
| family | after synthesis | share of synthesized area, % |
|---|---|---|
| AND-OR/OR-AND | 1015 | 9.71 |
| buffers and inverters | 303 | 2.09 |
| flip-flops | 1952 | 78.1 |
| multiplexers | 449 | 7.78 |
| AND/OR/NAND/NOR | 383 | 2.29 |
[through the flow]
stage,total power [mW],utilization [%],setup slack [ns],hold slack [ns]
after floorplan,2.56,-,20.95,7.68
after global placement,2.70,42.6,18.35,7.83
after detailed placement,2.70,42.6,18.28,7.82
after CTS,4.45,45.7,18.27,6.97
after global routing,4.55,45.7,18.02,7.01
final,4.43,45.7,18.04,7.01
[power by group]
part           total [mW]  internal (mW)  switching (mW)
registers            2.39           2.39         0.00298
clock network        1.78           1.00           0.773
logic               0.265         0.0776           0.187
total                4.43           3.47           0.963
[layer usage]
| layer | GRT usage, % | vias to the layer above | share of wire, % |
|---|---|---|---|
| li1 | - | 17400 | - |
| met1 | 30.3 | 20800 | 31 |
| met2 | 39.3 | 3310 | 47 |
| met3 | 21.2 | 512 | 18 |
| met4 | 8.85 | 8 | 4.3 |
| met5 | 0.958 | - | 0.095 |
[worst max-delay path by stage]
stage | startpoint | to | slack [ns] | cells after the start
CTS | addr[1] | dout[4] | 18.27 | 12
global route | addr[0] | dout[4] | 18.02 | 11
finish | addr[0] | dout[4] | 18.04 | 11
[cell type report]
type                            instances  area (sq um)
Clock inverter                         99           840
Multi-Input combinational cell       1847         15400
Inverter                                5          33.8
Tap cell                             2480          3100
Fill cell                           15500        101000
Antenna cell                            4          10.0
Clock buffer                          225          4840
Timing Repair Buffer                  263          2070
Sequential cell                      1952         58600
No activity file was given, so power comes from the tool's default toggle rates.
